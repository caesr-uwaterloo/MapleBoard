$ cat design.v
module data_array #(
      parameter ID = 0,
      parameter data_width = 512,
      parameter data_depth = 16
  )(
  input                                 reset        ,
  input                                 clock        ,
  input                                 read_en      ,
  input        [$clog2(data_depth)-1:0] read_addr    ,
  input                                 write_en     ,
  input        [$clog2(data_depth)-1:0] write_addr   ,
  input        [        data_width-1:0] write_data   ,
  input        [      data_width/8-1:0] write_byte_en,  
  output logic [        data_width-1:0] read_data    ,
  input                                 clock_b      ,
  input        [$clog2(data_depth)-1:0] read_addr_b  ,
  output logic [        data_width-1:0] read_data_b
);
  (* ram_style = "block" *) logic[data_width-1:0] data[0:data_depth-1];
  integer i;
  always @ (posedge clock) begin
    if (write_en) begin
      for (i=0; i < (data_width/8); i=i+1)
        begin
          if (write_byte_en[i]) begin
            data[write_addr][(i*8)+:8] <= write_data[(i*8) +: 8];
          end
        end
    end
    if (read_en) begin
        read_data <= data[read_addr];
    end
  end
  always @(posedge clock_b) begin
    read_data_b <= data[read_addr_b];
  end
  task display;
    integer idx = 0;
    integer j = 0;
    begin
      if(write_en || read_en) begin
        $display("[CC%0d] ------------------- DATA ARRAY -------------------", ID);
        $display("[CC%0d] write_en:%0d\twrite_addr:%0h \nwrite_data:%0h\nwrite_byte_en:%0b",ID , write_en, write_addr, write_data, write_byte_en);
        for(idx = 0; idx < data_depth; idx = idx + 1) begin
          $write("[CC%0d] DATA[%0h]=",ID , idx);
          $write("%h", data[idx]);
          $write("\n");
        end
      end  
    end
  endtask
endmodule  
$ cat run.sh
#!/bin/bash
# OpenROAD 26Q1-2900-gdf79404cd8, Yosys 0.63+post, stock flow scripts
make -C /OpenROAD-flow-scripts/flow DESIGN_CONFIG=/design/flow/config.mk WORK_HOME=/design/flow/orfs finish
$ cat config.mk
export PLATFORM = sky130hd
export DESIGN_NAME = data_array
export DESIGN_NICKNAME = data_array
export VERILOG_FILES = /design/flow/design.v
export SDC_FILE = /design/flow/constraint.sdc
export NUM_CORES = 4
export LEC_CHECK = 1
export CORE_UTILIZATION = 40
export SYNTH_MEMORY_MAX_BITS = 65536
$ cat constraint.sdc
current_design data_array

set clk_period 51.7
set clk_io_pct 0.2

create_clock -name clk0 -period $clk_period [get_ports {clock}]
create_clock -name clk1 -period $clk_period [get_ports {clock_b}]

set non_clock_inputs [all_inputs -no_clocks]
set_input_delay [expr $clk_period * $clk_io_pct] -clock clk0 $non_clock_inputs
set_output_delay [expr $clk_period * $clk_io_pct] -clock clk0 [all_outputs]
==> impl_table.tex <==
% Table of physical implementation metrics
\begin{tabular}{lr}
\hline
Metric & Value \\
\hline
\multicolumn{2}{l}{\textbf{Route}} \\
\quad Number of vias in the routed layout & $\sim$230k \\
\quad Count of routing violations after the opening detailed-route iteration & between 10000 and 15000 \\
\quad Per-cell routed wire length & 37.0 um \\
\quad Routed wire length & approximately 1400000 um \\
\quad Remaining number of nets flagged by the antenna check after routing & 0 \\
\quad DRC viols & 0 \\
\quad Detailed-route vias per instance & $\sim$6.1 \\
\quad First-pass iteration count of the detailed router & 6 \\
\multicolumn{2}{l}{\textbf{Synth}} \\
\quad Mean post-synth cell area & between 15 and 20 um\^{}2 \\
\quad Chip area line of the yosys report & between 0.3 and 0.4 mm\^{}2 \\
\quad AND-OR/OR-AND share of the synthesized area & 4.46\% \\
\quad Dominant register cell & sky130\_fd\_sc\_hd\_\_edfxtp\_1 \\
\quad Synth Register Bits & 9216 \\
\quad Asr flop ratio synth & 0\% \\
\quad Post-synthesis share of cell area spent on and, or, nand and nor gates & 2.51\% \\
\quad Synthesized-area fraction occupied by adder cells & 0\% \\
\quad Register area share after synthesis & 68.3\% \\
\quad Fraction of synthesized area in multiplexers & 22.8\% \\
\quad XOR Share, Synth & 0\% \\
\quad Synth Warn \# & 1 \\
\quad Unique cell type count in the Yosys netlist & 21 \\
\quad Synthesized netlist cell count & approximately 21000 \\
\quad Number of cell instances after yosys synthesis & 20600 \\
\quad Main combinational cell family by area after synthesis & multiplexers \\
\quad Total standard cell area after synthesis & just under 0.4 mm\^{}2 \\
\quad Number of flops mapped to enable cells by yosys & just under 9000 \\
\multicolumn{2}{l}{\textbf{Placed design}} \\
\quad Placed wire-length estimate & a little over 900000 um \\
\quad Final weighted congestion in routability-driven placement & 0.907 \\
\quad Quantity of I/O buffers inserted on ports & approximately 1600 \\
\quad Placed Area & 0.435 mm\^{}2 \\
\multicolumn{2}{l}{\textbf{Setup path}} \\
\quad Slowest library cell on the worst path & sky130\_fd\_sc\_hd\_\_buf\_4 \\
\quad Setup Crit Path Kind & in2reg \\
\quad Most used cell, CP & sky130\_fd\_sc\_hd\_\_buf\_4 \\
\quad Biggest cell delay along the critical path & a little over 0.7 ns \\
\quad Kind of cell adding the most delay to the critical path & buffers and inverters \\
\quad Critical Path Start Type & input port \\
\quad Sort of element at the end of the critical path & register \\
\quad Worst EP required & $\sim$53 ns \\
\quad Arrival time at the worst endpoint & around 18 ns \\
\quad Critical-path cell list & buf\_16, buf\_4, buf\_4, buf\_4, buf\_4, buf\_4, buf\_4, buf\_4, buf\_4, buf\_4, mux4\_2, a22oi\_1, nand2\_1 \\
\quad Buffer-and-inverter tally for the worst setup path & 10 \\
\quad Maximum fanout along the worst path & 63 \\
\multicolumn{2}{l}{\textbf{Final timing}} \\
\quad Number of slew-limit violations in the final report & 0 \\
\quad Worst-margin pin slew & approximately 1.1 ns \\
\quad Fin. Hold Viols & 0 \\
\quad Worst-case clock skew & between 0.1 and 0.15 ns \\
\quad Worst slew margin relative to its limit & between 20\% and 30\% \\
\quad Number of setup violations in the final report & 0 \\
\quad Hold Worst Slack & between 0.6 and 0.7 ns \\
\quad Unrepaired setup endpoints after global routing & false \\
\quad Final-layout setup total negative slack & 0 ns \\
\multicolumn{2}{l}{\textbf{Finish}} \\
\quad Area overhead of the layout relative to synthesis & 18.0\% \\
\quad Finished layout cell area & 0.469 mm\^{}2 \\
\quad Share of post-route cells with drive strength above 1 & a little over a quarter \\
\quad Most common library cell in the layout ignoring fill and taps & sky130\_fd\_sc\_hd\_\_edfxtp\_1 \\
\quad Most instantiated logic cells after routing & sky130\_fd\_sc\_hd\_\_edfxtp\_1 (8704), sky130\_fd\_sc\_hd\_\_mux4\_2 (3376), sky130\_fd\_sc\_hd\_\_a22oi\_1 (2132) \\
\multicolumn{2}{l}{\textbf{Clock tree}} \\
\quad \# clock sinks & between 9000 and 10000 \\
\quad CTS Hold Buffers Added & 0 \\
\quad Clock tree from TritonCTS & built \\
\quad Postcts setup bufs & 0 \\
\quad Clock-pin slew on the worst setup and hold paths & roughly 0.06 ns \\
\quad Post\_cts resized & 0 \\
\multicolumn{2}{l}{\textbf{GRT}} \\
\quad First-pass GRT wire length & 1910000 um \\
\quad Global routing met2 resource utilization & between 40\% and 50\% \\
\quad Global-route usage over all layers & $\sim$30\% \\
\quad Fraction of met3 tracks used by global routing & 26.8\% \\
\quad Peak-usage layer in the global routing report & met2 \\
\quad Total congestion overflow after global routing & 0 \\
\quad Met1 capacity usage during global routing & about a third \\
\quad Antenna violations before repair & $\sim$330 \\
\quad Largest net degree at the start of global routing & roughly 88 \\
\quad Number of global-route vias before repair & approximately 250k \\
\multicolumn{2}{l}{\textbf{Floorplan}} \\
\quad Floorplan Utilization & roughly two fifths \\
\quad Rows & approximately 370 \\
\quad X dimension of the die & around 1000 um \\
\quad Floorplan core area & roughly 0.99 mm\^{}2 \\
\quad Floorplan die height & around 1000 um \\
\quad Chip Area & approximately 1 mm\^{}2 \\
\quad Number of top-level pins & 1617 \\
\multicolumn{2}{l}{\textbf{Pwr}} \\
\quad Leakage power total & roughly 0.15 uW \\
\quad Power density of the placed cells & $\sim$37 mW/mm\^{}2 \\
\quad Worst IR Drop VDD & around 0.05 mV \\
\multicolumn{2}{l}{\textbf{Run}} \\
\quad Max capacitance violation total & 0 \\
\quad Number of warnings in the stage logs & 29 \\
\multicolumn{2}{l}{\textbf{Status}} \\
\quad Run status & finished, final reports clean \\
\multicolumn{2}{l}{\textbf{Worst hold path}} \\
\quad Hold Path Class & reg2reg \\
\hline
\end{tabular}
registers in the layout, indices dropped and copies added, names as in the netlist:
name / flops
read_data: 512
data: 8192
read_data_b: 512
layer usage:
layer / vias to the layer above / wire length [um]
met3: 3354 / 281000
met4: 355 / 82700
li1: 92800 / -
met1: 114000 / 398000
met5: - / 6680
met2: 16700 / 618000
synth_stat cells, types with 194 or more instances:
master	instances	area (um^2)
sky130_fd_sc_hd__nand2_1	960	3600
sky130_fd_sc_hd__edfxtp_1	8704	261000
sky130_fd_sc_hd__o22ai_1	276	1730
sky130_fd_sc_hd__buf_1	194	728
sky130_fd_sc_hd__nor2_1	1169	4390
sky130_fd_sc_hd__buf_2	381	1910
sky130_fd_sc_hd__clkbuf_1	823	3090
sky130_fd_sc_hd__dfxtp_1	512	10200
sky130_fd_sc_hd__mux2i_1	1440	14400
sky130_fd_sc_hd__nand3_1	366	1830
sky130_fd_sc_hd__a22oi_1	2132	16000
sky130_fd_sc_hd__mux4_2	3376	76000
sky130_fd_sc_hd__buf_4	247	1850
cell families after synthesis:
family                 after synthesis
flip-flops                        9216
AND/OR/NAND/NOR                   2518
AND-OR/OR-AND                     2408
buffers and inverters             1661
multiplexers                      4816
tightest hold or removal path: stages (launching register included):
cell,delay [ns]
sky130_fd_sc_hd__edfxtp_1,0.34
sky130_fd_sc_hd__mux4_2,0.23
sky130_fd_sc_hd__a22oi_1,0.06
sky130_fd_sc_hd__nand2_1,0.07
final timing paths:
path	startpoint	to	slack, ns	cells after the start
setup / recovery	read_addr[0]	read_data[467]	34.90	13
hold / removal	data[3][244]	read_data[244]	0.69	3
setup reg to reg	data[11][158]	read_data[158]	49.74	3
hold reg to reg	data[3][244]	read_data[244]	0.69	3
max in group clk1	read_addr_b[0]	read_data_b[450]	36.12	11
min in group clk1	data[4][252]	read_data_b[252]	0.72	3
final cells by class:
class	instances	area (um^2)
fill	80300	520000
timing repair buffer	3223	28700
multi-input combinational	9742	118000
sequential	9216	272000
clock buffer	1206	26700
antenna	231	578
clock inverter	672	6680
tap	13200	16500
power by group:
group	switching [uW]	total, uW	internal, uW
logic	832	1410	579
clock network	3200	7440	4240
registers	111	8450	8340
total	4150	17300	13200
through the flow:
step | util [%] | setup slack [ns] | cells | power, uW
floorplan | - | 39.64 | 20600 | 9200
global placement | 44.0 | 33.66 | 35400 | 10000
detailed placement | 44.0 | 33.67 | 35400 | 10000
CTS | 47.4 | 34.83 | 37300 | 17400
global route | 47.4 | 34.36 | 37400 | 17800
finish | 47.4 | 34.90 | 37500 | 17300
Power is estimated from default activity; no workload was simulated.
