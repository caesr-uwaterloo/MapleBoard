<file path="run.sh">
#!/bin/bash
# OpenROAD 26Q1-2900-gdf79404cd8, Yosys 0.63+post, stock flow scripts
make -C /OpenROAD-flow-scripts/flow DESIGN_CONFIG=/design/flow/config.mk WORK_HOME=/design/flow/orfs finish
</file>
<file path="config.mk">
export PLATFORM = sky130hd
export DESIGN_NAME = xilinx_single_port_ram_no_change
export DESIGN_NICKNAME = xilinx_single_port_ram_no_change
export VERILOG_FILES = /design/flow/design.v
export SDC_FILE = /design/flow/constraint.sdc
export NUM_CORES = 4
export LEC_CHECK = 1
export CORE_UTILIZATION = 30
export SYNTH_MEMORY_MAX_BITS = 65536
</file>
<file path="constraint.sdc">
current_design xilinx_single_port_ram_no_change

set clk_period 78.3
set clk_io_pct 0.2

create_clock -name clk0 -period $clk_period [get_ports {clka}]

set non_clock_inputs [all_inputs -no_clocks]
set_input_delay [expr $clk_period * $clk_io_pct] -clock clk0 $non_clock_inputs
set_output_delay [expr $clk_period * $clk_io_pct] -clock clk0 [all_outputs]
</file>
<file path="design.v">
module xilinx_single_port_ram_no_change #(
  parameter RAM_WIDTH = 18,                        
  parameter RAM_DEPTH = 1024,                      
) (
  input [$clog2(RAM_DEPTH-1)-1:0] addra,   
  input [RAM_WIDTH-1:0] dina,            
  input clka,                            
  input wea,                             
  input ena,                             
  input rsta,                            
  input regcea,                          
  output [RAM_WIDTH-1:0] douta           
);
  reg [RAM_WIDTH-1:0] BRAM [RAM_DEPTH-1:0];
  reg [RAM_WIDTH-1:0] ram_data = {RAM_WIDTH{1'b0}};
  integer ram_index;
  initial
    for (ram_index = 0; ram_index < RAM_DEPTH; ram_index = ram_index + 1)
      BRAM[ram_index] = {RAM_WIDTH{1'b0}};
  always @(posedge clka)
    if (ena)
      if (wea)
        BRAM[addra] <= dina;
      else
        ram_data <= BRAM[addra];
  assign douta = ram_data;
endmodule
</file>
==> impl_metrics.toml <==
# yosys + openroad results
[critical_path]
path_max_fanout = 75
cp-start-kind = "input port"
required_ns = 79.49
cp_common_cell = "buf_4"
critical-path-max-stage-delay_ns = 0.72
end_kind = "flip-flop"
cpMaxStageDelayCell = "buf_4"
crit_chain = "buf_16 -> buf_4 -> buf_4 -> buf_4 -> buf_4 -> buf_4 -> buf_12 -> buf_4 -> buf_4 -> buf_4 -> buf_4 -> buf_4 -> buf_4 -> mux2i_1 -> o22ai_1 -> nor4_1 -> o2111ai_1 -> o221ai_1 -> buf_4 -> and3_1 -> nand4_1 -> buf_4"
worstSetupPathType = "in2reg"
critPathArrivalTime_ns = 26.16

[placed_design]
dpl.hpwl_um = 1250000
numPortBuffers = 48
gp_congestion = 0.898

[pwr]
p_total_w = 0.0202
clockPowerShare = 0.416
leakage_nw = 265
p_int_w = 0.0159
power_density_mw_per_mm2 = 24.9
p_sw_frac = 0.212
ir_drop_uv = 21.6
p_switching_w = 0.00429
p_seq_frac = 0.538
combPwrFrac = 0.046

[sta]
setup_viol = 0
maxSlewViolCount = 0
rsz0062_at_grt = "false"
relSlewSlack = 0.128
hold_viol_final = 0
clock_skew_ns = 0.181
tns_ns = 0
finalCriticalPeriod_ns = 24.96
finalCritPeriodShare = 0.319
max_slew.worst_pin.slew_ns = 1.30
fmax_mhz = 40.1

[worst_hold_path]
hp-class = "reg2reg"

[drt]
wl_per_cell_um = 29.1
initialDrtViolationCount = 23900
via_per_inst = 5.03
ant_nets = 0
via_count = 356000
post-route-drc-count = 0
wirelength_um = 2060000
drt-pass1-iter-count = 6

[global_routing]
antenna_found_initial = 136
grt_pass1_wl_um = 2860000
overflow = 0
gr-usage-all-layers = 0.184
grt_pass1_vias = 370000
grt_max_degree = 134

[cells_and_area]
drive_gt1_frac = 0.187
mi_logic_area_mm2 = 0.142
layout_top_cell = "edfxtp_1"
area_growth_pct = 15.6
final_cell_mix = "edfxtp_1 (18,500), mux2i_1 (6,468), o22ai_1 (2,881), buf_4 (2,573), clkbuf_16 (1,898)"
n_fill_cell = 214000
seq_area_mm2 = 0.554

[floorplan]
row_count = 562
fp_util = 0.301
dieWidth_um = 1530
top_level_ports = 51
die_area_mm2 = 2.35
coreArea_mm2 = 2.34
die.size.y_um = 1530

[logic_synthesis]
ys_cells = 35800
ys_warn_count = 1
postSynthCellCount = 35800
yosys-stat-area_mm2 = 0.703
numSynthFlops = 18500
syn_avg_cell_area_um2 = 19.6
edf_count = 18500
synth.cell_area_mm2 = 0.703
async_reset_ff_frac = 0
yosys.stat.seqShare = 0.788
synth_cell_types = 58
ff_type = "edfxtp_1"

[clocking]
root_buffer = "clkbuf_16"
cts_tree = "built"
cts_buffers = 1875
cts_resized = 0
worstSkewPairLatency_ns = 1.46
clk_pin_slew_worst_paths_ns = 0.06
cts.sinks = 18500
post_cts_buffers = 0
cts_buffer_depth = 6
cts_hold_buf = 0
htreeDepth = 7

[run_status]
status = "finished, final reports clean"

[flow_run]
warnings = 59
cap_violations = 0
-- final timing paths --
path,startpoint,slack [ns],to,cells after the start
worst min register to register,BRAM[754][3]$_DFFE_PP_,1.04,ram_data[3]$_DFFE_PP_,5
worst max register to register,BRAM[461][2]$_DFFE_PP_,73.11,ram_data[2]$_DFFE_PP_,11
worst min-delay path,BRAM[754][3]$_DFFE_PP_,1.04,ram_data[3]$_DFFE_PP_,5
worst max-delay path,addra[1],53.34,ram_data[17]$_DFFE_PP_,22
-- routing by layer --
metal,GRT usage,part of all wire
met1,0.188,0.30
met2,0.264,0.45
met3,0.166,0.20
met4,0.0712,0.049
met5,0.0141,0.0023
-- area by class of cell --
cell class / instances / share of cell area
multi-input cells: 15100 / 0.174
clock buffers: 2356 / 0.0605
inverters: 2 / 0.0000154
well taps: 31000 / 0.0477
repair buffers: 2667 / 0.0256
clock inverters: 996 / 0.00935
flip-flops and latches: 18500 / 0.682
diodes: 200 / 0.000616
-- cell families (layout without fill, tap and decap cells) --
kind of cell,Yosys count,in the layout,share of synthesized area
other cells,0,200,0
compound gates,4310,4310,0.0400
simple gates,2921,2921,0.0191
flops,18500,18500,0.788
buf+inv,2196,6021,0.0144
mux,7911,7911,0.138
-- sequential cells by signal (all words and copies together), names as in the netlist --
register,flops
BRAM,18432
ram_data,18
-- cells in the mapped netlist, drive strengths merged (3+ instances only) --
| master | instances | share of area |
|---|---|---|
| a2111oi | 34 | 0.00042 |
| a21oi | 101 | 0.00072 |
| a221oi | 74 | 0.00092 |
| a22o | 7 | 0.000087 |
| a22oi | 565 | 0.0060 |
| a31oi | 149 | 0.0013 |
| a32o | 16 | 0.00023 |
| a32oi | 3 | 0.000037 |
| and2 | 8 | 0.000071 |
| and3 | 23 | 0.00020 |
| and4 | 16 | 0.00020 |
| buf | 1297 | 0.0096 |
| clkbuf | 897 | 0.0048 |
| edfxtp | 18500 | 0.79 |
| mux2 | 3 | 0.000048 |
| mux2i | 6468 | 0.092 |
| mux4 | 1440 | 0.046 |
| nand2 | 398 | 0.0021 |
| nand2b | 9 | 0.000080 |
| nand3 | 107 | 0.00076 |
| nand4 | 55 | 0.00050 |
| nand4b | 5 | 0.000080 |
| nand4bb | 4 | 0.000064 |
| nor2 | 1485 | 0.0079 |
| nor2b | 15 | 0.00013 |
| nor3 | 145 | 0.0010 |
| nor4 | 578 | 0.0051 |
| o2111ai | 104 | 0.0013 |
| o211ai | 76 | 0.00081 |
| o21ai | 238 | 0.0017 |
| o221ai | 37 | 0.00046 |
| o22a | 3 | 0.000037 |
| o22ai | 2881 | 0.026 |
| o32ai | 16 | 0.00020 |
| or2 | 4 | 0.000036 |
| or3 | 6 | 0.000053 |
| or4 | 52 | 0.00056 |
| or4b | 4 | 0.000057 |
-- power by group through the flow --
stage / clock network (W) / logic (W) / registers (W)
finish: 0.00842 / 0.000926 / 0.0109
CTS: 0.00852 / 0.000921 / 0.0109
global route: 0.00890 / 0.000976 / 0.0109
-- metrics by stage --
step	setup slack, ns	util	cells	hold slack (ns)	area, um2
after floorplan	59.28	-	35800	0.783	703000
after global placement	51.95	0.323	67300	1.19	756000
after detailed placement	51.97	0.323	67300	1.19	756000
after CTS	53.52	0.347	70600	1.08	812000
after global routing	52.94	0.347	70700	1.11	812000
final	53.34	0.348	70800	1.04	813000
-- critical path: cells and delay by family --
family                 cells  cell delay [ns]
AOI/OAI and AO/OA          3             0.80
buffers and inverters     15             8.21
muxes                      1             0.26
and+or+nand+nor            3             0.78
Power is estimated from default activity; no workload was simulated.
